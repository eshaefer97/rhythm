<file path="design/flow/run.sh">
#!/bin/bash
# OpenROAD 26Q1-2900-gdf79404cd8, Yosys 0.63+post, stock flow scripts
make -C /OpenROAD-flow-scripts/flow DESIGN_CONFIG=/design/flow/config.mk WORK_HOME=/design/flow/orfs finish
</file>
<file path="design/flow/config.mk">
export PLATFORM = sky130hd
export DESIGN_NAME = LED_controller
export DESIGN_NICKNAME = LED_controller
export VERILOG_FILES = /design/flow/design.v
export SDC_FILE = /design/flow/constraint.sdc
export NUM_CORES = 4
export LEC_CHECK = 1
export CORE_UTILIZATION = 50
</file>
<file path="design/flow/constraint.sdc">
current_design LED_controller

set clk_period 11.8
set clk_io_pct 0.2

create_clock -name clk0 -period $clk_period [get_ports {clk}]

set non_clock_inputs [all_inputs -no_clocks]
set_input_delay [expr $clk_period * $clk_io_pct] -clock clk0 $non_clock_inputs
set_output_delay [expr $clk_period * $clk_io_pct] -clock clk0 [all_outputs]
</file>
<file path="design/flow/design.v">
`timescale 1ns / 1ps
module LED_controller#(
	parameter ms_wait  	= 99,
  	parameter ms_clk1_a 	= 100,
	parameter ms_clk11_a 	= 140
	)
	(
    output reg dat_out,
	input wire	reset,
	input wire 	clk,
	input wire 	enable,
    input wire [23:0] 	led1,
    input wire [23:0] 	led2,
    input wire [23:0] 	led3,
    input wire [23:0] 	led4,
    input wire [23:0] 	led5,
    input wire [23:0] 	led6,
    input wire [23:0] 	led7,
    input wire [23:0] 	led8
    );
	reg [15:0] bit_state, LED_state;  
	reg [4:0] GRB_state;
	reg led_bit;  
	reg LED_reset;  
	reg [23:0] GRB_reg;  
	always @(posedge clk) begin  
		if (reset) begin
			bit_state <= 1'b0;
			dat_out   <= 1'b0;
		end else begin
			if (LED_reset) begin
				dat_out <= 1'b0;
			end else begin  
				if (~led_bit) begin  
					case (bit_state) 
						0: begin
							dat_out <= 1'b1;
						end
						35: begin  
							dat_out <= 1'b0;
						end
						endcase
				end else begin  
						case (bit_state) 
						0: begin
							dat_out <= 1'b1;
						end
						70: begin   
							dat_out <= 1'b0;
						end
						endcase
				end  
			end 
			if (bit_state==125)  
				bit_state<=0;	
			else 
				bit_state<=bit_state+1;
	 end
end
always @(posedge clk) begin  
		if (reset) begin
			GRB_state <= 23'b0;
		end else begin
			if (bit_state==1) begin  
				led_bit<=GRB_reg[GRB_state];  
				GRB_state<=GRB_state+1;
				if (GRB_state == 23)  
					GRB_state <= 0; 
			end
	 end
end
always @(posedge clk) begin  
		if (reset) begin
			LED_state   <= 16'b0;
		end else begin
		if (GRB_state==23 &&  bit_state==0) begin
				LED_state<=LED_state+1;  
				case (LED_state) 
					0: begin
						GRB_reg <= led1;
						LED_reset <= 1'b0;
					end
					1: begin
						GRB_reg <= led2;
					end
					2: begin
						GRB_reg <= led3;
					end
					3: begin
						GRB_reg <= led4;
					end
					4: begin
						GRB_reg <= led5;
					end
					5: begin
						GRB_reg <= led6;
					end
					6: begin
						GRB_reg <= led7;
					end
					7: begin
						GRB_reg <= led8;
					end
					8: begin   
						GRB_reg <= 24'b0;
						LED_reset <=1'b1;
					end
					9: begin
						GRB_reg <= 24'b0;
					end
					endcase
			if (LED_state == 9)  
					LED_state <= 0; 
			if (~enable)
				GRB_reg <= 24'b0;
		end
	end 
end
endmodule
</file>
==> flow_summary_export.csv <==
group,metric,value,unit
outcome,run_status,"completed",
final_timing,timing.final.crit_share,33.2,%
final_timing,timing.final.setup_violations,0,
grt,grt-ovfl-total,0,
yosys,syn-mean-instance-area,8.84,um^2
placement,place.gp.congestion,0.928,
final_timing,grt_setup_unrepaired,"no",
placement,post-dp-hpwl,12900,um
flow_run,openroad.warnings,33,
final_layout,syn2layout_area_growth,49.2,%
drt,drt_pass1_iterations,6,
min_path,min_delay_path_depth,1,
placement,place_inst,763,
final_timing,finalHoldWorstSlack,466,ps
die,core,8380,um^2
clocking,clk_pin_slew_worst_paths,80,ps
yosys,largest_area_cell,"edfxtp_1",
final_timing,hold_violations,0,
yosys,synth_top_area_share,17.7,%
final_timing,max_freq,255,MHz
yosys,number_of_synthesized_flops_with_an_enable_pin,26,
worst_setup_path,startpoint_type,"input pin",
grt,track_usage,37.3,%
worst_setup_path,timing.critical_path.fanout_max,25,
min_path,holdCritPathClass,"flip-flop to flip-flop",
worst_setup_path,critical_path.cell_chain,"clkdlybuf4s50_1 -> o21a_1 -> nor3_2 -> buf_4",
clocking,clock_sink_count,64,
die,dieWidth,95.9,um
power_and_ir_drop,peakVddDrop,65.9,uV
yosys,area_leaders,"edfxtp_1 18%, dfxtp_1 17%, a22o_1 5.0%",
worst_setup_path,r2r_slack,9030,ps
final_layout,regArea,1540,um^2
yosys,netlist_top_cells_count,"47 x nor2_1, 38 x dfxtp_1, 30 x nand2_1, 30 x nand3_1, 29 x a21oi_1",
flow_run,max_cap_violations,0,
clocking,postCtsSetupBuffers,0,
yosys,postSynth.asyncResetShare,0,%
min_path,min_to,"dat_out$_SDFFE_PP0P_",
final_timing,finalSetupTns,0,ps
final_layout,final_layout_size_suffix_gt1_share,6.53,%
clocking,htree_num_levels,3,
final_timing,max_slew.worst_pin.slew,855,ps
die,num_rows,33,
drt,num_vias,4917,
clocking,clock_tree.root_cell,"clkbuf_8",
drt,wire_per_inst,21.4,um
clocking,clkLatencyLatePin,350,ps
drt,post-route-drc-count,0,
final_timing,fin_skew,14.7,ps
grt,grt_pass1_wl,24300,um
worst_setup_path,slowest_delay,840,ps
die,initCoreUtil,52.6,%
power_and_ir_drop,power.density_cell_area,81.5,nW/um^2
yosys,syn-cell-area,4410,um^2
power_and_ir_drop,power.leakage,0.00230,uW
min_path,min_from,"LED_reset$_DFFE_PP_",
die,floorplan.die.height,95.9,um
clocking,ctsResizeCount,0,
worst_setup_path,required_time_worst_endpoint,11820,ps
yosys,instance_tally_after_logic_synthesis,499,
yosys,synth.most_common_cell,"nor2_1",
yosys,netlist-cell-type-count,55,
clocking,cts_tree,"done",
worst_setup_path,worst-endpoint-arrival,3940,ps
worst_setup_path,crit_path_top_delay_cell,"clkdlybuf4s50_1",
worst_setup_path,ff_to_ff_path_depth,8,
yosys,ys_cells,499,
drt,wirelength,16700,um
worst_setup_path,crit_path_category,"input pin to flip-flop",
grt,antenna_found_initial,0,
yosys,synth.ff_latch_count,64,
final_timing,timing.slew.headroom,43.0,%
die,boundaryPins,196,
grt,first_global_vias,4696,
drt,vias_per_cell,6.31,
grt,maximum_number_of_pins_on_one_net_before_global_route_repair,49,
yosys,yosysChipArea,4410,um^2
worst_setup_path,reg2reg_from,"LED_state[0]$_SDFFE_PP0P_",
clocking,cts_max_path_buffers,2,
worst_setup_path,worstSetupEndpointType,"flip-flop",
yosys,synth_seq_share,34.9,%
yosys,yosys_most_used_dff,"dfxtp_1",
final_timing,timing_max_transition_violations_final,0,
worst_setup_path,regToRegEndpoint,"GRB_reg[3]$_SDFFCE_PN0P_",
clocking,cts_made_buffers,9,
final_layout,fillers,558,
drt,drtIter0Drc,400,
final_layout,final_cell_count_no_fill,779,
final_layout,largest_reg_flops,24,
placement,placement.io_buffers,195,
clocking,quantity_of_hold_fixing_buffers_added_after_cts,0,
yosys,yosysWarningCount,1,
final_timing,timing.final.crit_period,3920,ps
die,chipArea,9200,um^2
final_layout,logic_area,2660,um^2
drt,detail_route.antenna_diodes,0,
drt,ant_nets,0,
## worst max path at each step
stage	cells past startpoint	endpoint	startpoint	slack, ps
5_1_grt	4	GRB_reg[20]$_SDFFCE_PN0P_	enable	7790
4_1_cts	4	GRB_reg[0]$_SDFFCE_PN0P_	enable	7890
6_report	4	GRB_reg[17]$_SDFFCE_PN0P_	enable	7880
## per-stage QoR
stage               utilization, %  power (uW)  worst slack [ps]  cell area (um^2)
global placement              75.9         335              7560              6360
detailed placement            75.9         336              7550              6360
finish                        78.5         537              7880              6580
floorplan                        -         262              7090              4410
global route                  78.5         555              7790              6580
CTS                           78.5         536              7890              6580
## final cells by class
class                      count  share of cell area [%]
sequential                    64                    23.4
clock inverter                 6                    1.08
inverter                       8                   0.456
tap                          105                    2.00
clock buffer                  10                    2.26
multi-input combinational    385                    40.5
timing repair buffer         201                    30.3
## worst max-delay path: cells and delay by family
kind / cells / cell delay, ps
buf+inv: 2 / 1160
compound gates: 1 / 300
simple gates: 1 / 100
## layer usage
metal  track usage, %  wire length (um)
met2             55.8              7690
met5             5.36                58
met4             11.9               637
met3             16.2              2020
met1             49.2              6280
## cells by family after synthesis
| kind of cell | after synthesis | synth area share [%] |
|---|---|---|
| xor gates and xnor gates | 28 | 5.56 |
| AOI/OAI and AO/OA | 156 | 26.6 |
| and+or+nand+nor | 181 | 21.3 |
| DFF | 64 | 34.9 |
| muxes | 11 | 4.23 |
| adders and majority gates | 9 | 2.55 |
| buffers and inverters | 50 | 4.79 |
## report_power, final
| part | internal [uW] | total [uW] | switching [uW] |
|---|---|---|---|
| Clock | 113 | 204 | 91.1 |
| Sequential | 231 | 236 | 4.19 |
| Combinational | 69.7 | 97.4 | 27.7 |
| Total | 414 | 537 | 123 |
## cells in the final DEF (no fill, tap or decap), drive strengths merged, types with 3 or more instances in the layout
cell type / n
nor2: 48
a221oi: 13
mux2i: 4
nand3: 32
clkdlybuf4s50: 195
nor4: 15
inv: 11
a21boi: 3
nor2b: 3
dfxtp: 38
and3: 8
o211a: 4
a22oi: 18
edfxtp: 26
and2: 3
nand2: 32
a22o: 25
a31oi: 7
clkbuf: 10
o21ai: 18
a21oi: 29
nand4: 13
o32a: 4
buf: 6
nor3: 15
xnor2: 20
a222oi: 12
ha: 9
xor2: 8
o22a: 13
mux4: 6
No activity file was given, so power comes from the tool's default toggle rates.
